==> /design/flow/design.v <==
module FD(
	input iClk,
	output ofrec
);
reg rDiv_D;
reg rDiv_Q;
reg [25:0] rCount_D;
reg [25:0] rCount_Q;
assign ofrec = rDiv_Q;
always @(posedge iClk)
begin
	rDiv_Q <= rDiv_D;
	rCount_Q <= rCount_D;
end
always @ *
begin
	if (rCount_Q == 26'd25000000)
	begin
		rDiv_D = 1'b1;
		rCount_D = 26'd0;
	end
	else
	begin
		rDiv_D = 1'b0;
		rCount_D = rCount_Q + 1'd1;
	end
end
endmodule
==> /design/flow/run.sh <==
#!/bin/bash
# OpenROAD 26Q1-2900-gdf79404cd8, Yosys 0.63+post, stock flow scripts
make -C /OpenROAD-flow-scripts/flow DESIGN_CONFIG=/design/flow/config.mk WORK_HOME=/design/flow/orfs finish
==> /design/flow/config.mk <==
export PLATFORM = sky130hd
export DESIGN_NAME = FD
export DESIGN_NICKNAME = FD
export VERILOG_FILES = /design/flow/design.v
export SDC_FILE = /design/flow/constraint.sdc
export NUM_CORES = 4
export LEC_CHECK = 1
export CORE_AREA = 10 10 111 111
export DIE_AREA = 0 0 121 121
export SYNTH_HDL_FRONTEND = slang
==> /design/flow/constraint.sdc <==
current_design FD

set clk_period 4.9
set clk_io_pct 0.2

create_clock -name clk0 -period $clk_period [get_ports {iClk}]

set non_clock_inputs [all_inputs -no_clocks]
set_input_delay [expr $clk_period * $clk_io_pct] -clock clk0 $non_clock_inputs
set_output_delay [expr $clk_period * $clk_io_pct] -clock clk0 [all_outputs]
==> run_results.csv <==
group,metric,value,unit
timing,worst_pin_slew,0.8090,ns
power_and_ir_drop,p_leak,0.4177,nW
synth,synth_cells,125,
floorplanning,rows,36,
synth,ys_area,1177,µm²
synth,yosysWarnings,0,
timing,final.min_clock_period,2.031,ns
drt,drc,0,
place,dpl.hpwl,1483,µm
critical_path,path_class,"flip-flop to primary output",
clock_network,cts_tree,"done",
grt,grt_max_degree,17,
floorplanning,ios,2,
layout,drive_above_1_share,0.04688,
timing,hold_violations,0,
drt,wl_per_cell,7.693,µm
timing,rsz0062_at_grt,"no",
synth,async_reset_ff_frac,0,
clock_network,clk_pin_slew_worst_paths,0.09,ns
synth,ys_ff,27,
layout,area_growth,18.28,%
floorplanning,initial_utilization,0.1194,
clock_network,clk_path_buf_depth,2,
critical_path,cp.required,3.92,ns
timing,slew_violations,0,
drt,wl,2008,µm
timing,fmax,492.3,MHz
min_path,min_path_type,"flip-flop to flip-flop",
drt,first_iter_violations,36,
timing,period_used_share,0.4146,
drt,vias,869,
place,gp_congestion,0.8425,
synth,synth_cell_types,25,
power_and_ir_drop,power_density,248.9,nW/µm²
timing,max_slew_margin,0.4565,
clock_network,cts.sinks,27,
clock_network,h-tree-depth,1,
critical_path,crit_arrival,1.05,ns
critical_path,path_cells,"clkdlybuf4s50_1",
layout,fill_cells,1079,
critical_path,critPathSlowestCell,"clkdlybuf4s50_1",
critical_path,start_kind,"flip-flop",
drt,post_drt_via_cell_ratio,3.330,
clock_network,clock-root-buffer,"clkbuf_8",
drt,antenna_left,0,
floorplanning,core_region_area,9864,µm²
clock_network,numCtsBuffers,3,
job,warnings,26,
synth,ys_seq_frac,0.4591,
job,maxCapViolCount,0,
grt,grt_pass1_vias,708,
clock_network,ctsHoldBuffers,0,
grt,grt_overflow,0,
critical_path,cp_max_fo,1,
critical_path,end_kind,"primary output",
timing,skew,0.003472,ns
clock_network,clkLatencyLatePin,0.27,ns
clock_network,post_cts_buffers,0,
grt,grt_pass1_wl,3443,µm
layout,layout_top_cells,"27 x dfxtp_1, 14 x xnor2_1, 12 x nor2_1",
synth,yosys-stat-cells,125,
critical_path,path_delay_family,"buffers and inverters",
grt,track_usage,0.02705,
timing,tns,0,ns
place,io_buffer_count,1,
drt,firstDrtPassIters,4,
timing,hold_ws,0.4520,ns
timing,finalSetupViolCount,0,
drt,num_antenna_cells,0,
floorplanning,die_w,121,µm
clock_network,ctsResizeCount,0,
critical_path,critPathMaxStageDelay,0.46,ns
floorplanning,die_h,121,µm
layout,lay_top_count,"dfxtp_1",
floorplanning,dieArea,14640,µm²
critical_path,crit_buf_inv,1,
run_status,status,"finished, final reports clean",
synth,syn_area_per_cell,9.419,µm²
synth,synth-edff-count,0,
grt,antenna_found_initial,0,
synth,flop_cell,"dfxtp_1",
power_and_ir_drop,peakVddDrop,0.08925,mV
synth,syn-cell-area,1177,µm²
-- report_power, final --
| part | switching [W] | internal, W | total (W) |
|---|---|---|---|
| Clock | 0.0000697 | 0.0000577 | 0.000127 |
| Combinational | 0 | 0 | 0.000000000179 |
| Sequential | 0 | 0.000219 | 0.000219 |
-- synthesized netlist by cell type (2+ instances only) --
| library cell | instances | area (µm²) |
|---|---|---|
| nor3_1 | 4 | 20.02 |
| dfxtp_1 | 27 | 540.5 |
| xor2_1 | 4 | 35.03 |
| and2_1 | 2 | 12.51 |
| nor4_1 | 5 | 31.28 |
| nor2_1 | 12 | 45.04 |
| nand4_1 | 6 | 37.54 |
| xnor2_1 | 14 | 122.6 |
| o21ai_0 | 6 | 30.03 |
| nand3_1 | 11 | 55.05 |
| or3_1 | 2 | 12.51 |
| ha_1 | 2 | 25.02 |
| nand2_1 | 6 | 22.52 |
| and4_1 | 3 | 26.28 |
| inv_1 | 3 | 11.26 |
| mux2i_1 | 5 | 50.05 |
| nor4b_1 | 2 | 17.52 |
| and3_1 | 4 | 25.02 |
-- metal layers --
layer | vias up | part of all wire | GRT usage | wire (µm)
met3 | 0 | 0.044 | 0.008503 | 88
met4 | 0 | 0 | 0.0007541 | 0
met5 | - | 0 | 0 | 0
met2 | 10 | 0.38 | 0.03469 | 753
li1 | 455 | - | - | -
met1 | 404 | 0.58 | 0.04422 | 1166
-- kinds of logic after synthesis --
kind of cell             count (synthesis)  synth area share
AND/OR/NAND/NOR                         61            0.2954
flip-flops                              27            0.4591
XOR/XNOR                                18            0.1339
AND-OR/OR-AND                            7           0.02975
buffers and inverters                    5           0.01806
multiplexers                             5           0.04251
adder cells (fa/ha/maj)                  2           0.02125
-- through the flow --
stage	instances	power [W]	util	cell area, µm²	setup slack, ns
detailed placement	257	0.0002244	0.1362	1344	3.021
global placement	257	0.0002244	0.1362	1344	2.985
floorplan	125	0.0002244	-	1177	3.369
global route	261	0.0003613	0.1412	1393	2.741
finish	261	0.0003466	0.1412	1393	2.869
CTS	261	0.0003512	0.1412	1393	2.844
-- flip-flops by register name, summed over array words and instances (netlist names) --
name      cells
rCount_Q     26
ofrec         1
-- path summary, 6_finish.rpt --
check | startpoint | endpoint | slack [ns] | cells past startpoint
worst max-delay path | ofrec$_DFF_P_ | ofrec | 2.87 | 1
worst min-delay path | rCount_Q[24]$_SDFF_PN0_ | rCount_Q[24]$_SDFF_PN0_ | 0.45 | 1
worst max register to register | rCount_Q[7]$_SDFF_PN0_ | rCount_Q[23]$_SDFF_PN0_ | 2.92 | 4
worst min register to register | rCount_Q[24]$_SDFF_PN0_ | rCount_Q[24]$_SDFF_PN0_ | 0.45 | 1
-- final cells by class --
type	instances	area, µm²	area share
Clock buffer	3	41.29	0.02965
Clock inverter	1	7.507	0.005391
Inverter	3	11.26	0.008086
Multi-Input combinational cell	93	615.6	0.4420
Sequential cell	27	540.5	0.3881
Tap cell	133	166.4	0.1195
Timing Repair Buffer	1	10.01	0.007188
Power figures rest on the tool's default switching activity, not on a simulated workload.
