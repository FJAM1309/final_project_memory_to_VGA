`/design/flow/run.sh`:
```
#!/bin/bash
# OpenROAD 26Q1-2900-gdf79404cd8, Yosys 0.63+post, stock flow scripts
make -C /OpenROAD-flow-scripts/flow DESIGN_CONFIG=/design/flow/config.mk WORK_HOME=/design/flow/orfs finish
```
`/design/flow/design.v`:
```
module MEM2VGA (
	input iClk,
	output hsync,  
	output vsync,  
	output [3:0]R,
	output [3:0]G,
	output [3:0]B
);
wire Clk25MHz;
wire VEN;
wire [15:0]HCount;
wire [15:0]VCount;
wire [11:0]Colors;
hcounter Horizontal_Sync (
.iClk (iClk),
.oHCounter (HCount),
.oVCounterFlag (VEN)
);
vcounter Vertical_Sync (
.iClk (iClk),
.ENVCounter (VEN),
.VCounter (VCount)
);
mem Memory_Color (
.iClk (iClk),
.data_out (Colors)
);
color Color_Module (
.iClk (iClk),
.icolors (Colors),
.HCount (HCount),
.VCount (VCount),
.R (R),
.G (G),
.B (B),
.hsync (hsync),
.vsync (vsync)
);
endmodule 
module color(
	input iClk,
	input [11:0]icolors,
	input [15:0]HCount,
	input [15:0]VCount,
	output [3:0]R,
	output [3:0]G,
	output [3:0]B,
	output hsync,
	output vsync
);
reg [3:0]R_D = 4'd0;  
reg [3:0]R_Q = 4'd0;
reg [3:0]G_D = 4'd0;  
reg [3:0]G_Q = 4'd0;
reg [3:0]B_D = 4'd0;  
reg [3:0]B_Q = 4'd0;
reg hsync_D = 1'd0;  
reg hsync_Q = 1'd0;
reg vsync_D = 1'd0;  
reg vsync_Q = 1'd0;
assign hsync = hsync_Q;
assign vsync = vsync_Q;
assign R = R_Q;
assign G = G_Q;
assign B = B_Q;
always @ (posedge iClk)
begin
	R_Q <= R_D;
	G_Q <= G_D;
	B_Q <= B_D;
	hsync_Q <= hsync_D;
	vsync_Q <= vsync_D;
end
always @ *
begin
	if(HCount < 784 && HCount > 143 && VCount < 515 && VCount > 34)  
	begin
		R_D = icolors[3:0];  
		G_D = icolors[7:4];  
		B_D = icolors[11:8];  
	end
	else
	begin  
		R_D = 4'h0;
		G_D = 4'h0;
		B_D = 4'h0;
	end
	if(HCount < 97)
	begin
		hsync_D = 1'd1;
	end
	else
	begin
		hsync_D = 1'd0;
	end
	if(VCount < 3)
	begin
		vsync_D = 1'd1;
	end
	else
	begin
		vsync_D = 1'd0;
	end
end 
endmodule 
module hcounter (
	input iClk,
	output [15:0]oHCounter,
	output oVCounterFlag
);
reg [15:0]HCount_D = 16'd0;
reg [15:0]HCount_Q = 16'd0;
reg VCounterFlag_D;
reg VCounterFlag_Q;
assign oHCounter = HCount_Q;
assign oVCounterFlag = VCounterFlag_Q;
always @ (posedge iClk)
begin
	HCount_Q <= HCount_D;
	VCounterFlag_Q <= VCounterFlag_D;
end
always @ * 
begin
	if(HCount_Q < 15'd1920)  
	begin
		HCount_D = HCount_Q + 15'd1;  
		VCounterFlag_D = 1'd0;  
	end
	else
	begin
		HCount_D = 15'd0;
		VCounterFlag_D = 1'd1;
	end
end
endmodule 
module mem(
	input iClk,
	output [11:0]data_out
);
reg [3:0]ROM [2:0];
reg [11:0]rData_D;
reg [11:0]rData_Q;
assign data_out = rData_Q;
initial
begin
  $readmemh("colors.mem.txt", ROM);  
end
always @ (posedge iClk)
begin
	rData_Q <= rData_D;		
end
always @ *
begin
	rData_D[3:0] = ROM[0];  
	rData_D[7:4] = ROM[1];  
	rData_D[11:8] = ROM[2];  
end
endmodule 
module vcounter (
	input iClk,
	input ENVCounter,
	output [15:0]VCounter
);
reg [15:0]VCounter_D = 16'd0;
reg [15:0]VCounter_Q = 16'd0;
assign VCounter = VCounter_Q;
always @ (posedge iClk)
begin
	VCounter_Q <= VCounter_D;
end
always @ *
begin
	if(ENVCounter)  
	begin
		if(VCounter_Q < 15'd1080)  
		begin
			VCounter_D = VCounter_Q + 15'd1;  
		end
		else
		begin
			VCounter_D = 15'd0; 
		end
	end
end
endmodule 
```
`/design/flow/constraint.sdc`:
```
current_design MEM2VGA

set clk_period 1.9
set clk_io_pct 0.2

create_clock -name clk0 -period $clk_period [get_ports {iClk}]

set non_clock_inputs [all_inputs -no_clocks]
set_input_delay [expr $clk_period * $clk_io_pct] -clock clk0 $non_clock_inputs
set_output_delay [expr $clk_period * $clk_io_pct] -clock clk0 [all_outputs]
```
`/design/flow/config.mk`:
```
export PLATFORM = sky130hd
export DESIGN_NAME = MEM2VGA
export DESIGN_NICKNAME = MEM2VGA
export VERILOG_FILES = /design/flow/design.v
export SDC_FILE = /design/flow/constraint.sdc
export NUM_CORES = 4
export LEC_CHECK = 1
export CORE_AREA = 10 10 101 101
export DIE_AREA = 0 0 111 111
export SYNTH_HDL_FRONTEND = slang
```
==> results.txt <==
run metrics: Post-synth top flop dfxtp_1, Clock Latency Late Sink 0.28 ns, met3 Use GR 0.9852%, most numerous cell in the Yosys netlist dfxtp_1, slew of the pin with the lowest slew margin 0.8502 ns, final antenna-violating net count 0, Post-Synth Simple-Gate Area 19.25%, clk_skew 0.003662 ns, post-DP HPWL 1.646 mm, Adder-Cell Fraction of Synth Area 2.301%, worst-path maximum fanout 6, TritonRoute pass-1 iters 4, Resized cells post-CTS 0, Slew Viols, Final 0, Most Crowded Layer GR met2, register pins left without a clock 16, Root Buffer clkbuf_8, Die ar. 12,320 um^2, YS warnings 0, I/O pin cnt 15, TritonCTS clock tree built, vias in the first global route 943, Mapped Cells 163, Worst Path Arrival 1.71 ns, mux share 0%, # diodes 0, Critical-path top delay cell or4_1, XOR-XNOR Cells, Area Fraction 3.221%, status finished clean, area share, top type 42.94%, drt via density 3.661, post-CTS setup buffer count 0, Num CTS Buffers 5, die outline height 111 um, post-place setup slack 0.4289 ns, startpoint of the worst hold path Horizontal_Sync.oHCounter[0]$_SDFF_PP0_, worst r2r dst Horizontal_Sync.oHCounter[10]$_SDFF_PP0_, Yosys Instances 163, synthesized area 1632 um^2, Total GRT Usage 3.717%, Log Warnings 26, worst reg-to-reg setup slack 0.41 ns, setup TNS 0 ns, r2r startpoint Horizontal_Sync.oHCounter[0]$_SDFF_PP0_, min Tclk post-route 1.485 ns, Hold-fix buffers, CTS 0, RSZ-0062 raised after global routing no, Post-synth top cells dfxtp_1, dlxtp_1, buf_4, share of cells above drive strength 1 8.427%, complex-gate fraction of the synthesized area 9.049%, endpoints left unconstrained 27, cycle use final 78.17%, critical path data required time 2.12 ns, Yosys cell types 28, Register-to-Register Path Depth 4, Hold WC Path Type reg -> reg, initial antenna violation count 0, worst rel slew slack 43.32%, DRT iter0 DRCs 24, post-synth top area cell dfxtp_1, Std-Cell Rows 33, htree depth 2, vias 1,036, placer's final routability congestion estimate 0.8168, CP top delay family simple AND/OR/NAND/NOR gates, Post-route DRC 0, Post-synth ARST share 0%, kind of critical path reg -> reg, top cells by area dfxtp_1, dlxtp_1, buf_4, Yosys Chip Area 1632 um^2, Pleak 0.6447 nW, slowest stage delay, CP 0.51 ns, largest net degree at the start of global routing 17, Core Util at FP 20.06%, hold-critical path depth 1, CTS clk-pin slew, worst paths 0.07 ns, Max Root-Sink Buffers 2, Routed WL 2.448 mm, PortBufs 2, Syn Area/Cell 10.01 um^2, critical-path cell list ha_1 > nand3_1 > or4_1 > a21oi_1, DR WL/cell 8.650 um, final worst slack 0.4148 ns, Peak VDD IR 0.2192 mV, met2 GRT Util 5.464%, DIE WIDTH 111 um, Fillers 855, Congestion Overflow GR 0, Dominant combinational family simple AND/OR/NAND/NOR gates, area growth from synthesis to layout 14.19%, EDFF count, synth 0, CP Capture Type flop, power density over the cells 779.9 nW/um^2, Hold Vio Cnt, Final 0, Critical Path Start Type flop, FMAX 673.3 MHz, GR met1 Demand/Resource 5.317%, Max-Cap Viols 0, first-pass GRT wire length 4.167 mm, # setup viols final 0, #FFs+latches synth 51, Hold EP Horizontal_Sync.oHCounter[0]$_SDFF_PP0_, crit path buf inv count 0, Core Region 8134 um^2
[how the worst max path moves through the flow]
stage | from | end | slack [ns] | cells past startpoint
finish | Horizontal_Sync.oHCounter[0]$_SDFF_PP0_ | Horizontal_Sync.oHCounter[10]$_SDFF_PP0_ | 0.41 | 4
global route | Horizontal_Sync.oHCounter[0]$_SDFF_PP0_ | Horizontal_Sync.oHCounter[10]$_SDFF_PP0_ | 0.31 | 4
CTS | Horizontal_Sync.oHCounter[0]$_SDFF_PP0_ | Horizontal_Sync.oHCounter[10]$_SDFF_PP0_ | 0.41 | 4
[per-stage QoR]
stage                     utilization (%)  cells  hold WS (ns)  instance area, um^2  power [mW]
after floorplan                         -    184        0.4407                 1710      0.8029
after global placement              21.46    275        0.4585                 1745      0.7914
after detailed placement            21.46    275        0.4697                 1745      0.7918
after CTS                           22.90    283        0.4843                 1863       1.482
after global routing                22.90    283        0.5086                 1863       1.512
final                               22.90    283        0.4829                 1863       1.453
[power breakdown]
group          switching (mW)  internal (mW)
Clock                   0.255          0.424
Combinational         0.00791        0.00345
Sequential            0.00577          0.757
[routing by layer]
layer / share of wire [%] / wire (um)
met2: 39 / 957
met1: 54 / 1329
met4: 2.1 / 51
met5: 0 / 0
met3: 4.5 / 109
[cell families (layout without fill, tap and decap cells)]
| group | after synthesis | count (layout) |
|---|---|---|
| AND/OR/NAND/NOR | 57 | 57 |
| flip-flops | 35 | 35 |
| AND-OR/OR-AND | 24 | 24 |
| buffers and inverters | 21 | 15 |
| latches | 16 | 16 |
| XOR/XNOR | 6 | 6 |
| adder cells (fa/ha/maj) | 3 | 3 |
| other | 1 | 22 |
[sequential cells by signal (all words and copies together), names as in the netlist]
signal,count
Horizontal_Sync.oHCounter,16
Color_Module.hsync,1
Vertical_Sync.VCounter_D,16
Color_Module.vsync,1
Horizontal_Sync.oVCounterFlag,1
Vertical_Sync.VCounter,16
[placed cells by master (no fill, tap or decap), types with 6 or more instances in the layout]
master	count
dfxtp_1	35
conb_1	22
dlxtp_1	16
nor2_1	10
nand2_1	10
o21ai_0	9
nand3_1	8
nor3_1	7
a21oi_1	7
clkbuf_8	6
[area by class of cell]
cell class	count	area, um^2	share of cell area (%)
Timing Repair Buffer	2	20.02	1.075
Clock buffer	6	82.58	4.432
Inverter	5	18.77	1.007
Tap cell	105	131.4	7.052
Multi-Input combinational cell	112	634.4	34.05
Sequential cell	51	940.9	50.50
Clock inverter	2	35.03	1.880
Power is estimated from default activity; no workload was simulated.
